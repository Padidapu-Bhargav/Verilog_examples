==> flow/design.v <==
`timescale 1ns / 1ps
module counter(
    input clk,
    input rst,
    output reg [2:0]count
    );
reg dir;
always @(posedge clk) begin
        if (rst) begin
            count <= 3'd0;
            dir <= 1'b1;   
        end else begin
            if (dir) begin
                if (count < 3'd5)
                    count <= count + 1;
                else
                    dir <= 1'b0; 
            end else begin
                if (count > 3'd0)
                    count <= count - 1;
                else
                    dir <= 1'b1; 
            end
        end
    end
endmodule
==> flow/run.sh <==
#!/bin/bash
# OpenROAD 26Q1-2900-gdf79404cd8, Yosys 0.63+post, stock flow scripts
make -C /OpenROAD-flow-scripts/flow DESIGN_CONFIG=/design/flow/config.mk WORK_HOME=/design/flow/orfs finish
==> flow/config.mk <==
export PLATFORM = sky130hd
export DESIGN_NAME = counter
export DESIGN_NICKNAME = counter
export VERILOG_FILES = /design/flow/design.v
export SDC_FILE = /design/flow/constraint.sdc
export NUM_CORES = 4
export LEC_CHECK = 1
export CORE_AREA = 10 10 70 70
export DIE_AREA = 0 0 80 80
==> flow/constraint.sdc <==
current_design counter

set clk_period 1.4
set clk_io_pct 0.2

create_clock -name clk0 -period $clk_period [get_ports {clk}]

set non_clock_inputs [all_inputs -no_clocks]
set_input_delay [expr $clk_period * $clk_io_pct] -clock clk0 $non_clock_inputs
set_output_delay [expr $clk_period * $clk_io_pct] -clock clk0 [all_outputs]
==> flow_summary.ini <==
; flow metrics
[status]
status = finished, final reports clean

[setup_path]
rrSetupSlack_ps = 30
crit_path_end_kind = flop
r2r_end = count[2]
setup.worst_path.start_class = flop
required_ps = 1510
crit_fanout = 7
critical_path_arrival_ps = 1480
critPathKind = reg -> reg
rr_worst_depth = 4
reg2reg_from = count[0]

[route]
wl_per_cell_um = 6.263
avgViaCountPerCell = 2.813
vias = 225
antenna_left = 0
drt_pass1_iterations = 3
drc_errors = 0
drt_iter0_drc = 6
drt_wl_total_um = 501
diodes = 0

[synthesis]
common_cells = dfxtp_1 (4), a21oi_1 (2), buf_6 (2), nor3_1 (2)
synth_area_per_cell_sq_um = 9.778
synth_cell_types = 21
yosys_warnings = 1
flop_cell = dfxtp_1
synth_async_sr_flop_share_pct = 0
area_leaders = dfxtp_1 (30%), buf_6 (8.5%), fa_1 (7.6%)
most_common_cell = dfxtp_1
ys_cells = 27
mux_area_share_pct = 5.687
ys.flops = 4
aoi_share_pct = 12.80
top_area_cell = dfxtp_1
synthSimpleGateAreaFrac_pct = 26.07
ys_sh_adder_pct = 11.85
synth_area_sq_um = 264.0
ys_seq_share_pct = 30.33
xor_area_share_pct = 3.318
syn_inst = 27
logic_family = simple AND/OR/NAND/NOR gates
synth_top_area_share_pct = 30.33
ys_chip_area_sq_um = 264.0
synth-edff-count = 0

[min_path]
whs_endpoint = count[0]
hold_depth = 1
hp-class = reg -> reg
min_from = count[0]

[timing]
tightest_slew_ps = 289.8
rsz0062_at_grt = no
finClkSkew_ps = 3.005
min_period_over_period_pct = 97.80
final.min_clock_period_ps = 1369
slew_headroom_pct = 80.63
max_freq_mhz = 730.4
drv_slew = 0
setup_violations = 0
setup_tns_ps = 0
hold_viol = 0
worst_slack_ps = 30.86

[cells_and_area]
area_delta_synth_final_pct = 45.50
drive_above_1_share_pct = 32.35
seq_area_sq_um = 87.58
nFillCells = 401
layout.area.comb_sq_um = 157.7

[global_route]
grtUsageTotal_pct = 1.484
antenna_found_initial = 0
overflow = 0
grt_max_degree = 9
grt_pass1_vias = 192
grt_first_pass_wirelength_um = 793

[power_and_ir_drop]
p_leak_nw = 0.1320
power_switching_mw = 0.1147
clkPwrFrac_pct = 33.0
power_density_mw_per_mm2 = 1096
sw_frac_of_total_pct = 27.26
pwr-share-comb_pct = 30.3
pwr-share-seq_pct = 36.7
vdd_drop_max_mv = 0.1323
intPower_mw = 0.3062

[placed_design]
hpwlAfterDp_um = 364.6
gp_congestion = 0.7256
io_buffers = 4
place_ws_ps = 16.34

[floorplanning]
dieArea_sq_mm = 0.006400
fp-utilization_pct = 7.729
core_sq_mm = 0.003416
dieWidth_um = 80
die.size.y_um = 80
fp-row-count = 21
ios = 5

[clocking]
htree_levels = 1
ctsRootBufferMaster = clkbuf_4
cts_setup_buffers = 0
clock.latency.late_pin_ps = 230
clock_sinks = 4
cts_tree = built
clkTransAtPathRegs_ps = 40
clock_path_buffers = 2
numCtsBuffers = 3
cts_hold_buf = 0

[flow_run]
cap_violations = 0
warnings = 25
-- routing by layer --
metal  vias up  routed length, um  share of wire [%]  track usage, %
met5         -                  0                  0               0
met2         5                194                 39           1.926
met1       109                247                 49           1.734
li1        111                  -                  -               -
met4         0                  0                  0          0.8803
met3         0                 59                 12           1.023
-- cells in the final DEF, fill, tap and decap left out, types with 2 or more instances in the layout --
cell type	Yosys	layout
clkdlybuf4s50_1	0	4
buf_4	0	2
dfxtp_1	4	2
nor3_1	2	2
dfxtp_4	0	2
clkbuf_4	0	3
a21oi_1	2	2
-- cells by family (layout without fill, tap and decap cells) --
| kind of cell | Yosys count | after routing |
|---|---|---|
| and+or+nand+nor | 11 | 11 |
| adders and majority gates | 2 | 2 |
| buffers and inverters | 3 | 10 |
| xor gates and xnor gates | 1 | 1 |
| DFF | 4 | 4 |
| muxes | 1 | 1 |
| AOI/OAI and AO/OA | 5 | 5 |
-- how the worst max path moves through the flow --
| stage | depth (start not counted) | startpoint | slack [ps] | to |
|---|---|---|---|---|
| after global routing | 5 | dir | 10 | count[2] |
| final | 4 | count[0] | 30 | count[2] |
| after CTS | 1 | count[0] | 10 | count[0] |
-- power by group through the flow --
stage	sequential (mW)	combinational [mW]	clock, mW
after CTS	0.154	0.129	0.148
final	0.154	0.128	0.139
after global routing	0.159	0.137	0.160
-- per-stage QoR --
step	instance area (sq um)	std cells	total power [mW]	hold WS, ps	utilization [%]
after CTS	379.1	80	0.4308	524.1	11.10
after floorplan	264.0	27	0.2381	342.4	-
final	384.1	80	0.4209	493.6	11.25
after detailed placement	354.1	77	0.2806	603.0	10.37
after global routing	384.1	80	0.4560	517.6	11.25
after global placement	354.1	77	0.2756	584.0	10.37
-- critical path, stage by stage, from the launching register on --
cell,delay [ps]
dfxtp_4,360
fa_1,480
and2_1,180
o21ai_1,160
a21oi_2,70
-- area by class of cell --
class	instances	share of cell area (%)
Tap cell	46	14.98
Inverter	1	0.9772
Clock buffer	3	5.863
Multi-Input combinational cell	20	41.04
Sequential cell	4	22.80
Timing Repair Buffer	6	14.33
-- repair_timing --
action	4_1_cts	5_1_grt
cloned	0	0
gates resized	2	2
setup endpoints to repair	2	2
-- sequential cells by signal, summed over array words and instances (netlist names) --
register,flops
count,3
dir,1
No activity file was given, so power comes from the tool's default toggle rates.
